===== design.v =====
`timescale 1ns / 1ps
module multi_mux
	#(parameter WIDTH = 32)
	(
		input [1:0] n,			 
		input [1:0] m,			 
		input [WIDTH-1:0] in_0, in_1, in_2, in_3,
		output reg [WIDTH-1:0] out
	);
	always @(*) begin
		case (m)
			2'b00: out = in_0;
			2'b01: out = in_1;
			2'b10: out = in_2;
			2'b11: out = (n == 2'd2) ? 'dz : in_3;
			default: out = 'dz;
		endcase
	end
endmodule

===== run.sh =====
#!/bin/bash
# OpenROAD 26Q1-2900-gdf79404cd8, Yosys 0.63+post, stock flow scripts
make -C /OpenROAD-flow-scripts/flow DESIGN_CONFIG=/design/flow/config.mk WORK_HOME=/design/flow/orfs finish

===== config.mk =====
export PLATFORM = sky130hd
export DESIGN_NAME = multi_mux
export DESIGN_NICKNAME = multi_mux
export VERILOG_FILES = /design/flow/design.v
export SDC_FILE = /design/flow/constraint.sdc
export NUM_CORES = 4
export LEC_CHECK = 1
export CORE_AREA = 10 10 76 76
export DIE_AREA = 0 0 86 86

===== constraint.sdc =====
current_design multi_mux

set clk_period 1.1
set clk_io_pct 0.2

create_clock -name clk0 -period $clk_period

set non_clock_inputs [all_inputs -no_clocks]
set_input_delay [expr $clk_period * $clk_io_pct] -clock clk0 $non_clock_inputs
set_output_delay [expr $clk_period * $clk_io_pct] -clock clk0 [all_outputs]

==> flow report <==
==================================================================================
Number of buffers added on ports ....................................          162
DRT iter0 DRCs ......................................................           41
Largest fanout on the critical path .................................            7
Synthesized cell area ...............................................    815 sq um
Cell at the slowest stage of the critical path ......................       mux4_2
Post-DRT Antenna Nets ...............................................            0
Worst Max-Slew Pin Slew .............................................     0.103 ns
Instance count of the mapped netlist ................................           39
Stage-log warning count .............................................           38
Worst Hold Launch ...................................................     in_2[30]
Floorplan row count .................................................           23
Share of final-layout standard cells stronger than drive strength 1 .        37.9%
Wire length reported by the detailed router .........................      6050 um
Violated checks ..................................................... negative setup slack
Ys cells ............................................................           39
Post-layout period usage of the worst path ..........................         125%
Synth warn ..........................................................            3
Gate Area ...........................................................    721 sq um
DR WL/cell ..........................................................      23.5 um
Count of clock-net buffers in the final layout ......................            0
Cell-by-cell trace of the critical path ............................. buf_12 -> buf_16 -> buf_6 -> mux4_2 -> buf_2
Via count of the first global-routing pass ..........................         1487
Average cell area after synthesis ...................................   20.9 sq um
Largest net degree at the start of global routing ...................           17
HPWL Detailed .......................................................      5290 um
Number of fill cells in the layout ..................................          419
Vert. Die Dim .......................................................        86 um
Number of cells traversed by the worst hold path ....................            3
Launching instance or port of the critical path .....................         m[0]
Final instance area .................................................   2330 sq um
Total placed instance area ..........................................   2470 sq um
Relative area change from synthesis to final layout .................         186%
1st-pass router iterations ..........................................            4
Hold Path Class .....................................................    in -> out
Yosys synthesis chip area ...........................................    815 sq um
Classification of the worst setup path ..............................    in -> out
Final Wtd Congestion ................................................        0.888
Pwr dens ............................................................  334 nW/um^2
Accumulated negative setup slack ....................................     -7.14 ns
First-pass GRT wire length ..........................................      8960 um
Relative slew slack .................................................        93.1%
Count of sequential standard cells ..................................            0
Worst Path Arrival ..................................................      1.16 ns
Mean number of vias per cell ........................................         4.65
Time the final worst path needs with I/O delays and setup ...........      1.38 ns
GR Overflow Total ...................................................            0
Die Outline Area ....................................................   7400 sq um
Unrepaired setup endpoints after global routing .....................         true
Cell count after placement ..........................................          247
Type of element capturing the critical path ......................... primary output
Sequential element share of the synthesized area ....................           0%
Final-report max-slew violation count ...............................            0
Post-route non-filler standard cell count ...........................          257
I/O pin total .......................................................          164
Final worst hold slack ..............................................     0.922 ns
CP Depth ............................................................            5
Sequential standard cell area .......................................      0 sq um
Drc violations ......................................................            0
Count of final setup violators ......................................           32
Crit path required time .............................................      0.88 ns
Final worst slack ...................................................    -0.278 ns
Max stage delay on crit path ........................................      0.47 ns
Number of max-cap violations ........................................            0
Leakage .............................................................   0.00113 uW
Maximum clock frequency .............................................      726 MHz
Global router's overall resource usage ..............................        16.2%
Top Family by Delay on Critical Path ................................ multiplexers
Count of hold buffers inserted by post-cts repair ...................            0
Setup crit start kind ............................................... primary input
Maximum ir drop on the vdd rail .....................................     0.189 mV
Count of unique library cells instantiated by Yosys .................            5
Count of final hold-check violations ................................            0
Number of buffer and inverter stages on the critical path ...........            4
Result of the run ................................................... finished with violations
Routed vias .........................................................         1194
CORE AREA ...........................................................   4120 sq um
Core Density at Floorplan ...........................................        19.8%
Antenna violations before repair ....................................            1
DIE WIDTH ...........................................................        86 um
==================================================================================
## stage by stage
| step | utilization (%) | power, uW | setup WS, ns |
|---|---|---|---|
| after global routing | 56.6 | 842 | -0.323 |
| after floorplan | - | 261 | -0.0316 |
| after global placement | 60.0 | 978 | -0.848 |
| after CTS | 56.1 | 785 | -0.288 |
| final | 56.6 | 777 | -0.278 |
| after detailed placement | 60.0 | 983 | -0.852 |
## metal layers
metal | up-vias | part of all wire (%) | routed length [um] | global-route usage, %
li1 | 544 | - | - | -
met1 | 550 | 31 | 1900 | 16.2
met2 | 96 | 53 | 3220 | 29.5
met3 | 4 | 15 | 898 | 9.25
met4 | 0 | 0.55 | 33 | 0.898
met5 | - | 0 | 0 | 0
## placed cells by master, fill, tap and decap left out, drive strengths merged
master / instances
diode: 1
mux4: 32
buf: 45
bufbuf: 1
dlygate4sd2: 128
## kinds of logic (layout without fill, tap and decap cells)
group,Yosys count,after routing,synth area share [%]
buf+inv,7,174,10.6
mux,32,32,89.4
other cells,0,1,0
## power by group
group	internal (uW)	switching [uW]	leakage, uW
sequential	0	0	0
clock	0.000122	0	0.00000000634
combinational	580	197	0.00113
## cell usage after synthesis, drive strengths merged
cell,n,share of area [%]
buf,7,11
mux4,32,89
## timing repair
action	CTS	global route
gates cloned	4	0
buffers inserted	4	1
endpoints found under the setup margin	32	32
resized	243	2
## worst paths after layout
check      end  slack [ns]
max    out[31]       -0.28
min    out[30]        0.92
## layout make-up
class / count / share of cell area, %
multi-input cells: 32 / 31.0
diodes: 1 / 0.107
repair buffers: 174 / 66.3
well taps: 50 / 2.69
Power figures rest on the tool's default switching activity, not on a simulated workload.
