File: run.sh
#!/bin/bash
# OpenROAD 26Q1-2900-gdf79404cd8, Yosys 0.63+post, stock flow scripts
make -C /OpenROAD-flow-scripts/flow DESIGN_CONFIG=/design/flow/config.mk WORK_HOME=/design/flow/orfs finish
File: config.mk
export PLATFORM = sky130hd
export DESIGN_NAME = sort
export DESIGN_NICKNAME = sort
export VERILOG_FILES = /design/flow/design.v
export SDC_FILE = /design/flow/constraint.sdc
export NUM_CORES = 4
export LEC_CHECK = 1
export CORE_AREA = 10 10 107 107
export DIE_AREA = 0 0 117 117
File: constraint.sdc
current_design sort

set clk_period 3.6
set clk_io_pct 0.2

create_clock -name clk0 -period $clk_period [get_ports {clk}]

set non_clock_inputs [all_inputs -no_clocks]
set_input_delay [expr $clk_period * $clk_io_pct] -clock clk0 $non_clock_inputs
set_output_delay [expr $clk_period * $clk_io_pct] -clock clk0 [all_outputs]
File: design.v
`timescale 1ns / 1ps
module ALU
    #(parameter WIDTH = 32) 	 
(
    output reg [WIDTH-1:0] y,    
    output reg zf,               
    output reg cf,               
	output reg of,				 
	output reg sf,				 
	input [WIDTH-1:0] a,
	input [WIDTH-1:0] b,
	input [2:0] m				 
);
	always @(*) begin
		{zf,of,cf,sf} = 4'b0000;
		case (m)
			3'b000:  begin
				{cf, y} = a + b;
				of = (~a[WIDTH-1] & ~b[WIDTH-1] & y[WIDTH-1]) | (a[WIDTH-1] & b[WIDTH-1] & ~y[WIDTH-1]);
				zf = ~|y;
			end
			3'b001: begin
				{cf, y} = a - b;
				of = (~a[WIDTH-1] & b[WIDTH-1] & y[WIDTH-1]) | (a[WIDTH-1] & ~b[WIDTH-1] & ~y[WIDTH-1]);
				zf = ~|y;
				sf = y[WIDTH-1];
			end
			3'b010: begin
				y = a & b;
				zf = ~|y;
				sf = y[WIDTH-1];
			end
			3'b011: begin
				y = a | b;
				zf = ~|y;
				sf = y[WIDTH-1];
			end
			3'b100: begin
				y = a ^ b;
				zf = ~|y;
				sf = y[WIDTH-1];
			end
			default: y = a;
		endcase
	end
endmodule
`timescale 1ns / 1ps
module sort
    #(parameter  N = 4)  
    (
        output reg [N-1:0] s0,s1,s2,s3,  
        output reg done,     
        input [N-1:0] x0,x1,x2,x3,     
        input clk,rst    
    );
    localparam LOAD = 3'b000;
    localparam CX01A = 3'b001;
    localparam CX12A = 3'b010;
    localparam CX23A = 3'b011;
	localparam CX01B = 3'b100;
	localparam CX12B = 3'b101;
	localparam CX01C = 3'b110;
    localparam HLT = 3'b111;
	localparam MINUS = 3'b001;
	wire zf, cf, sf, of;
	wire [N-1:0] A, B, OUT;
    reg [N-1:0] a, b;
	reg [2:0] curr_state, next_state;
	assign A = a;
	assign B = b;
	ALU #(N) alu (
		.a(A),
		.b(B),
		.y(OUT),
		.zf(zf),
		.cf(cf),
		.of(of),
		.sf(sf),
		.m(MINUS)
	);
    always @(posedge clk) begin
        begin
            case (curr_state)
                LOAD: begin
					done = 0;
					next_state = CX01A;
					s0 = x0;
					s1 = x1;
					s2 = x2;
					s3 = x3;
				end
				CX01A: begin
					next_state = CX12A;
					a = s0;
					b = s1;
					if ((~of & sf & ~zf) | (of & ~sf & zf)) begin
						s0 = b;
						s1 = a;
					end
				end
				CX12A: begin
					next_state = CX23A;
					a = s1;
					b = s2;
					if ((~of & sf & ~zf) | (of & ~sf & zf)) begin
						s1 = b;
						s2 = a;
					end
				end
				CX23A: begin
					next_state = CX01B;
					a = s2;
					b = s3;
					if ((~of & sf & ~zf) | (of & ~sf & zf)) begin
						s2 = b;
						s3 = a;
					end
				end
				CX01B: begin
					next_state = CX12B;
					a = s0;
					b = s1;
					if ((~of & sf & ~zf) | (of & ~sf & zf)) begin
						s0 = b;
						s1 = a;
					end
				end
				CX12B: begin
					next_state = CX01C;
					a = s1;
					b = s2;
					if ((~of & sf & ~zf) | (of & ~sf & zf)) begin
						s1 = b;
						s2 = a;
					end
				end
				CX01C: begin
					next_state = HLT;
					a = s0;
					b = s1;
					if ((~of & sf & ~zf) | (of & ~sf & zf)) begin
						s0 = b;
						s1 = a;
					end
				end
				HLT: begin
					done = 1;
				end
                default: begin
					done = 0;
					next_state = HLT;
					s0 = x0;
					s1 = x1;
					s2 = x2;
					s3 = x3;
				end
            endcase
        end
    end
	always @(posedge clk) begin
		if (rst) begin
			next_state <= CX01A;
			curr_state <= LOAD;
		end
		else begin
			curr_state <= next_state;
		end
	end
endmodule
==> changes_impl.md <==
## Implementation

- RSZ-0062 raised after global routing: no
- Distinct cell type count after synthesis: 15
- CP peak stage delay: 0.38 ns
- Die Ht: 117 um
- Post-synth top cells: edfxtp_1 (24), inv_1 (8), mux2_2 (8)
- Crit-path slowest cell: mux2_1
- Cell-by-cell listing of the critical path: inv_1 -> ha_1 -> inv_1 -> fa_1 -> xor2_1 -> o31ai_1 -> mux2_1
- Hold Path Depth: 0
- PwrDens: 596 nW/um2
- Clk latency late pin: 0.26 ns
- Final period utilization: 57.3%
- Sum of negative setup slack: 0 ns
- Tool Warnings: 26
- Top delay family on crit path: adder cells
- Static leakage: 0.541 nW
- Routed WL per cell: 9.67 um
- Core Util at FP: 11.1%
- Area leader share: 70.4%
- CTS Sinks: 25
- CTS tree: built
- Crit. End Element: register
- Dominant Register Cell: edfxtp_1
- Status: finished, final reports clean
- Hpwl dp: 1600 um
- Register-to-Register Path Depth: 7
- Worst min path class: reg -> reg
- Startpoint types: register
- Drt drc: 0
- Setup violators final: 0
- Placed cells: 201
- Yosys Chip Area: 1020 um2
- Worst EP required: 3.53 ns
- Worst setup path endpoint: s1[2]
- Flop area: 741 um2
- Worst-path clk slew: 0.08 ns
- Max-Cap Viols: 0
- Register bit total from synthesis: 25
- Die W: 117 um
- Critical path origin: a[0]
- Synth area leader: edfxtp_1
- Reg2Reg Launch Point: a[0]
- Row count: 35
- Slew at the pin closest to its max-slew limit: 0.749 ns
- Seq share, synth: 72.4%
- Vias in the first global route: 620
- Initial antenna violation count: 0
- CP Depth: 7
- Slew headroom: 50.0%
- Synth Area per Inst: 17.3 um2
- Setup Fix Bufs, Post-CTS: 0
- Post-route insts no fill: 205
- Final RePlAce weighted congestion: 0.717
- CTS Root Cell: clkbuf_8
- CTS resizes: 0
- Core area: 9200 um2
- Deepest clock path buffer count: 2
- Critical path class: reg -> reg
- Final clock skew: 0.00560 ns
- # Cells Yosys: 59
- Post-synth tally of flip-flops with integrated enable: 24
- Fillers: 1014
- Die Area: 13700 um2
- Ratio of cells with drive above 1 in the final layout: 12.8%
- Minimum clock period: 2.06 ns
- Vias: 553
- Most frequent cell after synthesis: edfxtp_1
- Yosys warns: 8
- Via density: 2.70
- Combinational gate area: 240 um2
- Data arrival, critical path: 1.99 ns
- Ys async rst share: 0%
- ANT nets after route: 0
- Post-Syn Area: 1020 um2
- Post-synth area hogs: edfxtp_1 (70%), mux2_2 (8.8%), ha_1 (6.1%)
- CTS buffer count: 3
- Initial DRC count: 46
- Total track usage: 2.84%
- Final hold violation count: 0
- Fmax: 485 MHz
- Worst path buffer plus inverter count: 2
- PortBufs: 33
- # diodes: 0
- Hold_buf cts: 0
- Max VDD drop: 0.238 mV
- Final WL: 1980 um
- R2R Setup Slk: 1.54 ns
- # IOs: 35
- Final Max Tran Viols: 0
- Largest net degree at the start of global routing: 20
- H-tree depth: 1
- Hold Crit Start: s0[0]
- First-pass GRT wire length: 3050 um
- Drt pass-1 iters: 3
- Worst r2r dst: s1[2]
- Worst Path Max Fanout: 8
- Area delta synth->final: 49.0%
- Grt total ovfl: 0
- Synthesized instance count: 59
- Worst path most repeated cell: inv_1
metrics by stage:
| stage | util, % | area [um2] | hold WS (ns) | power (mW) | setup WS, ns |
|---|---|---|---|---|---|
| after floorplan | - | 1020 | 0.420 | 0.597 | 1.70 |
| after global placement | 16.1 | 1480 | 0.471 | 0.766 | 1.60 |
| after detailed placement | 16.1 | 1480 | 0.460 | 0.768 | 1.53 |
| after CTS | 16.6 | 1530 | 0.482 | 0.929 | 1.52 |
| after global routing | 16.6 | 1530 | 0.504 | 0.986 | 1.34 |
| final | 16.6 | 1530 | 0.477 | 0.910 | 1.54 |
registers in the layout, summed over array words and instances (netlist names):
| register | flops |
|---|---|
| s2 | 4 |
| a | 4 |
| s0 | 4 |
| curr_state | 1 |
| b | 4 |
| s3 | 4 |
| s1 | 4 |
final cells by class:
cell class / count / area share [%]
sequential: 25 / 48.6
timing repair buffer: 33 / 21.7
multi-input combinational: 24 / 15.8
tap: 111 / 9.11
clock buffer: 4 / 2.95
inverter: 8 / 1.97
per-layer routing:
metal,share of wire (%),up-vias,GRT usage (%)
li1,-,275,-
met1,37,262,3.10
met2,57,14,5.29
met3,4.5,2,0.929
met4,1.4,0,0.494
met5,0,-,0
worst min path at each step:
| stage | slack, ns | to |
|---|---|---|
| CTS | 0.48 | a[0] |
| global route | 0.50 | a[2] |
| finish | 0.48 | a[0] |
power breakdown:
group	total [mW]	switching (mW)	internal [mW]
Clock	0.160	0.0811	0.0789
Combinational	0.261	0.0963	0.165
Sequential	0.488	0.0469	0.442
Total	0.910	0.224	0.685
cells by family (layout without fill, tap and decap cells):
kind of cell / count (synthesis) / count (layout) / synth area share [%]
AND-OR/OR-AND: 2 / 2 / 1.59
XOR/XNOR: 2 / 2 / 1.71
adder cells (fa/ha/maj): 6 / 6 / 8.07
buffers and inverters: 10 / 45 / 4.16
flip-flops: 25 / 25 / 72.4
multiplexers: 9 / 9 / 9.90
other: 1 / 1 / 0.366
AND/OR/NAND/NOR: 4 / 4 / 1.83
placed cells by master, fill, tap and decap left out:
master / instances
mux2_1: 1
clkbuf_8: 3
clkdlybuf4s50_1: 33
mux2_2: 8
conb_1: 1
o31ai_1: 1
clkbuf_1: 1
nand3b_1: 1
dfxtp_1: 1
fa_1: 1
inv_1: 8
a21oi_2: 1
edfxtp_1: 24
nand2_1: 3
xor2_1: 2
ha_1: 5
Power figures rest on the tool's default switching activity, not on a simulated workload.
