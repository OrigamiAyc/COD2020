==> /design/flow/design.v <==
`timescale 1ns / 1ps
module register_file
	#(parameter WIDTH = 32)
	(
		input clk,
		input [4:0] ra0,			 
		output [WIDTH-1:0] rd0,		 
		input [4:0] ra1,			 
		output [WIDTH-1:0] rd1,		 
		input [4:0] wa,				 
		input we,					 
		input [WIDTH-1:0] wd		 
	);
	reg [WIDTH-1:0] reg_file [0:31];
	assign rd0 = reg_file[ra0];
	assign rd1 = reg_file[ra1];
	always @(posedge clk) begin
		if (we) begin
			reg_file[wa] = wd;
		end
	end
endmodule
==> /design/flow/run.sh <==
#!/bin/bash
# OpenROAD 26Q1-2900-gdf79404cd8, Yosys 0.63+post, stock flow scripts
make -C /OpenROAD-flow-scripts/flow DESIGN_CONFIG=/design/flow/config.mk WORK_HOME=/design/flow/orfs finish
==> /design/flow/config.mk <==
export PLATFORM = sky130hd
export DESIGN_NAME = register_file
export DESIGN_NICKNAME = register_file
export VERILOG_FILES = /design/flow/design.v
export SDC_FILE = /design/flow/constraint.sdc
export NUM_CORES = 4
export LEC_CHECK = 1
export CORE_UTILIZATION = 40
==> /design/flow/constraint.sdc <==
current_design register_file

set clk_period 6.4
set clk_io_pct 0.2

create_clock -name clk0 -period $clk_period [get_ports {clk}]

set non_clock_inputs [all_inputs -no_clocks]
set_input_delay [expr $clk_period * $clk_io_pct] -clock clk0 $non_clock_inputs
set_output_delay [expr $clk_period * $clk_io_pct] -clock clk0 [all_outputs]
==> node_exporter_impl.prom <==
# HELP chip_impl_metric Flow report values
# TYPE chip_impl_metric gauge
chip_impl_info{name="slowest_stage_cell_cp",value="sky130_fd_sc_hd__clkdlybuf4s50_1"} 1
chip_impl_metric{name="power_report.internal_total",unit="W"} 0.0117
chip_impl_metric{name="asyncSetResetFlopFracSynth",unit="%"} 0
chip_impl_info{name="path_common_cell",value="sky130_fd_sc_hd__clkdlybuf4s50_1"} 1
chip_impl_metric{name="post-route-period-util",unit="%"} 87.3
chip_impl_metric{name="buffer_ports.inserted",unit=""} 112
chip_impl_info{name="worstSetupEndpointType",value="primary output"} 1
chip_impl_metric{name="enable_flop_cells",unit=""} 1024
chip_impl_metric{name="place.detailed.hpwl",unit="µm"} 88300
chip_impl_metric{name="finish.cell_count_without_fillers",unit=""} 5231
chip_impl_metric{name="synth_sequential_area_ratio",unit="%"} 63.0
chip_impl_metric{name="core.rowCount",unit=""} 127
chip_impl_info{name="hold_class",value="primary input to flop"} 1
chip_impl_info{name="critPathTopFamily",value="buffers and inverters"} 1
chip_impl_metric{name="met2_usage",unit="%"} 38.9
chip_impl_info{name="status",value="complete, no violations"} 1
chip_impl_metric{name="ios",unit=""} 113
chip_impl_metric{name="p_leak",unit="nW"} 20.5
chip_impl_metric{name="period_needed",unit="ns"} 5.59
chip_impl_metric{name="critPathRequiredTime",unit="ns"} 5.12
chip_impl_metric{name="finalHoldWorstSlack",unit="ns"} 1.43
chip_impl_info{name="min_to",value="reg_file[26][6]"} 1
chip_impl_metric{name="area_growth",unit="%"} 14.6
chip_impl_metric{name="cts_inserted_buffers",unit=""} 106
chip_impl_metric{name="timing.final.max_slew_violations",unit=""} 0
chip_impl_metric{name="die-area",unit="µm²"} 123000
chip_impl_metric{name="yosys-stat-cells",unit=""} 3386
chip_impl_metric{name="layout_cell_share_with_drive_strength_beyond_1",unit="%"} 10.6
chip_impl_info{name="rsz0062_at_grt",value="no"} 1
chip_impl_metric{name="cts.clk_slew.worst_paths",unit="ns"} 0.06
chip_impl_metric{name="drt_wl_total",unit="µm"} 149000
chip_impl_metric{name="h-tree-depth",unit=""} 3
chip_impl_metric{name="grt_pass1_vias",unit=""} 31675
chip_impl_info{name="min_delay_src",value="wd[6]"} 1
chip_impl_info{name="largest_area_cell",value="sky130_fd_sc_hd__edfxtp_1"} 1
chip_impl_metric{name="groute.layer.met3.usage",unit="%"} 14.6
chip_impl_info{name="clock_tree_from_tritoncts",value="built"} 1
chip_impl_metric{name="placed_cells_incl_taps",unit=""} 5038
chip_impl_metric{name="synth.lib_cells_used.distinct",unit=""} 23
chip_impl_metric{name="vdd_ir_drop_max",unit="mV"} 0.232
chip_impl_info{name="netlist_top_cells_count",value="sky130_fd_sc_hd__edfxtp_1, sky130_fd_sc_hd__mux2i_1, sky130_fd_sc_hd__nand2_1, sky130_fd_sc_hd__nand3_1"} 1
chip_impl_metric{name="antenna_found_initial",unit=""} 4
chip_impl_metric{name="switching_share",unit="%"} 22.7
chip_impl_metric{name="vias",unit=""} 30779
chip_impl_metric{name="fin_setup_tns",unit="ns"} 0
chip_impl_metric{name="max_clock_freq",unit="MHz"} 179
chip_impl_metric{name="grt_pass1_wl",unit="µm"} 213000
chip_impl_metric{name="grt_start_max_net_pins",unit=""} 82
chip_impl_metric{name="final_antenna_net_count",unit=""} 0
chip_impl_metric{name="cts_hold_buf",unit=""} 0
chip_impl_info{name="timing_worst_setup_path_type",value="primary input to primary output"} 1
chip_impl_metric{name="synth_flops",unit=""} 1024
chip_impl_metric{name="yosys_synthesis_warning_count",unit=""} 1
chip_impl_metric{name="numClockSinks",unit=""} 1024
chip_impl_metric{name="worstPathArrival",unit="ns"} 4.31
chip_impl_info{name="timing.critical_path.cells",value="clkdlybuf4s50_1 > nor2b_4 > buf_4 > a22oi_1 > a31oi_1 > nand3_1 > clkdlybuf4s50_1"} 1
chip_impl_metric{name="place_congestion",unit=""} 0.890
chip_impl_metric{name="netlist_instances",unit=""} 3386
chip_impl_metric{name="timing.max_slew.rel_slack",unit="%"} 33.3
chip_impl_metric{name="chipWidth",unit="µm"} 351
chip_impl_metric{name="groute.usage.overall",unit="%"} 25.8
chip_impl_metric{name="layout.cell_area.non_filler",unit="µm²"} 55900
chip_impl_metric{name="cts.path.max_buffers",unit=""} 3
chip_impl_info{name="grt_busiest_layer",value="met2"} 1
chip_impl_metric{name="finalSetupViolations",unit=""} 0
chip_impl_metric{name="total_switching_power",unit="W"} 0.00342
chip_impl_metric{name="timing.critical_path.slowest_cell_delay",unit="ns"} 0.65
chip_impl_metric{name="tightestPinTransition",unit="ns"} 0.998
chip_impl_metric{name="fp-utilization",unit="%"} 40.5
chip_impl_metric{name="route.detailed.wl_per_inst",unit="µm"} 28.5
chip_impl_metric{name="final-hold-violation-count",unit=""} 0
chip_impl_metric{name="syn_std_cell_area",unit="µm²"} 48800
chip_impl_metric{name="path_buffers",unit=""} 3
chip_impl_metric{name="cellPowerDensity",unit="nW/µm²"} 270
chip_impl_metric{name="place_area",unit="µm²"} 52500
chip_impl_metric{name="core_region_area",unit="µm²"} 120000
chip_impl_metric{name="detail_route.iter0.violations",unit=""} 1944
chip_impl_metric{name="timing.hold.worst_path_depth",unit=""} 2
chip_impl_info{name="cp-start-kind",value="primary input"} 1
chip_impl_metric{name="gr-usage-met1",unit="%"} 33.3
chip_impl_metric{name="vias_per_cell",unit=""} 5.88
chip_impl_metric{name="path_max_fanout",unit=""} 28
chip_impl_metric{name="log.warning_count",unit=""} 26
chip_impl_info{name="cts.root.buffer_cell",value="sky130_fd_sc_hd__clkbuf_16"} 1
chip_impl_metric{name="grt_ovf",unit=""} 0
chip_impl_metric{name="power_frac_comb",unit="%"} 9.3
chip_impl_metric{name="die_height",unit="µm"} 351
chip_impl_metric{name="route.detailed.drc",unit=""} 0
chip_impl_metric{name="synth_top_area_share",unit="%"} 63.0
chip_impl_info{name="ys_dominant_reg_cell",value="sky130_fd_sc_hd__edfxtp_1"} 1
chip_impl_info{name="topCellsByArea",value="sky130_fd_sc_hd__edfxtp_1, sky130_fd_sc_hd__mux2i_1, sky130_fd_sc_hd__a22oi_1"} 1
chip_impl_metric{name="cts_resized",unit=""} 0
chip_impl_metric{name="cts_post_setup_buffers_inserted",unit=""} 0
chip_impl_metric{name="detailedRoute.firstPassIterationCount",unit=""} 5
chip_impl_metric{name="synth.yosys.chip_area",unit="µm²"} 48800
chip_impl_metric{name="syn_area_per_cell",unit="µm²"} 14.4
chip_impl_metric{name="largest_reg_flops",unit=""} 1024
chip_impl_metric{name="seqPwrFrac",unit="%"} 49.7
chip_impl_metric{name="drv_cap",unit=""} 0
chip_impl_metric{name="power_frac_clock",unit="%"} 41.0
-- logic make-up (layout without fill, tap and decap cells) --
group,count (synthesis),count (layout),share of synthesized area [%]
muxes,1024,1024,21.0
and+or+nand+nor,509,509,4.71
other,0,1,0
AOI/OAI and AO/OA,576,576,8.04
buffers and inverters,253,485,3.21
DFF,1024,1024,63.0
-- cell type report --
type | instances | area [µm²]
Multi-Input combinational cell | 2109 | 16800
Fill cell | 10364 | 64500
Antenna cell | 1 | 2.50
Timing Repair Buffer | 293 | 2930
Clock buffer | 129 | 2800
Sequential cell | 1024 | 30700
Tap cell | 1612 | 2020
Clock inverter | 63 | 652
-- power groups by stage --
stage	clock (W)	sequential, W	combinational [W]
after CTS	0.00626	0.00749	0.00140
after global routing	0.00651	0.00750	0.00149
final	0.00618	0.00749	0.00140
-- stage by stage --
| step | util (%) | power (W) | setup slack [ns] |
|---|---|---|---|
| after floorplan | - | 0.00840 | 2.69 |
| after global placement | 43.6 | 0.00903 | 0.890 |
| after detailed placement | 43.6 | 0.00903 | 0.883 |
| after CTS | 46.4 | 0.0152 | 0.871 |
| after global routing | 46.4 | 0.0155 | 0.719 |
| final | 46.4 | 0.0151 | 0.810 |
-- worst max-delay path by stage --
stage / slack [ns] / endpoint / startpoint / cells past startpoint
after CTS: 0.87 / rd0[4] / ra0[0] / 7
after global routing: 0.72 / rd0[4] / ra0[0] / 7
final: 0.81 / rd0[4] / ra0[0] / 7
-- layer usage --
| metal | wire length [µm] | up-vias |
|---|---|---|
| li1 | - | 13697 |
| met1 | 54900 | 15246 |
| met2 | 69500 | 1548 |
| met3 | 19700 | 282 |
| met4 | 4770 | 6 |
| met5 | 41 | - |
-- layout by cell type (no fill, tap or decap), types with 3 or more instances in the layout --
cell type / synthesis / layout
sky130_fd_sc_hd__mux2i_1: 1024 / 1024
sky130_fd_sc_hd__edfxtp_1: 1024 / 1024
sky130_fd_sc_hd__nand3_1: 194 / 194
sky130_fd_sc_hd__nand2_1: 195 / 193
sky130_fd_sc_hd__a22oi_1: 192 / 192
sky130_fd_sc_hd__a21oi_1: 192 / 192
sky130_fd_sc_hd__buf_4: 47 / 146
sky130_fd_sc_hd__a22o_1: 128 / 128
sky130_fd_sc_hd__clkdlybuf4s50_1: 0 / 110
sky130_fd_sc_hd__clkbuf_16: 0 / 109
sky130_fd_sc_hd__nor3_1: 64 / 64
sky130_fd_sc_hd__a31oi_1: 64 / 64
sky130_fd_sc_hd__buf_12: 0 / 35
sky130_fd_sc_hd__nor2_4: 0 / 34
sky130_fd_sc_hd__clkinv_1: 0 / 24
sky130_fd_sc_hd__clkbuf_1: 86 / 20
sky130_fd_sc_hd__clkinv_2: 0 / 20
sky130_fd_sc_hd__bufinv_16: 0 / 14
sky130_fd_sc_hd__nand3b_1: 5 / 5
sky130_fd_sc_hd__nor2b_4: 0 / 4
sky130_fd_sc_hd__nand2b_2: 0 / 4
sky130_fd_sc_hd__or3b_2: 3 / 3
Power and IR drop assume default switching activity.
